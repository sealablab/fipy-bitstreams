`flow/design.v`:
```
module EventCounter (
  input wire Clk,
  input wire Reset,
  input wire signed [15:0] DataIn,
  input wire unsigned [31:0] PeriodCounterLimit,
  input wire unsigned [15:0] PulseMin,
  input wire unsigned [15:0] PulseMax,
  input wire signed [15:0] Threshold,
  input wire unsigned [15:0] MinPulseCount,
  output wire signed [15:0] DataOutA,
  output wire signed [15:0] DataOutB
);
  reg signed [15:0] HI_LVL = 16'h7fff;
  reg signed [15:0] LO_LVL = 16'h0000;
  parameter WaitForEdge = 2'b00;
  parameter TimeEvent = 2'b01;
  parameter EventEnded = 2'b11;
  parameter PeriodEnded = 2'b10;
  reg [1:0] State, NextState;
  reg unsigned [31:0] PeriodCounter;
  reg unsigned [15:0] PulseCounter;
  reg unsigned [15:0] PulseLenCounter;
  reg Triggered, Prev_Triggered, pulse_detected, QuantumState0;
  wire Trigger_edge;
  always @(posedge Clk) begin
    if (Reset==1'b1) begin
      PeriodCounter<=32'd0;
      PulseLenCounter<=16'd0;
      PulseCounter<=16'd0;
    end else begin
      if (PeriodCounter==PeriodCounterLimit)
        PeriodCounter<=32'd0;
      else
        PeriodCounter<=PeriodCounter+32'd1;
      if (State==TimeEvent)
        PulseLenCounter<=PulseLenCounter+16'd1;
      else
        PulseLenCounter<=16'd0;
      if (State==PeriodEnded)
        PulseCounter<=16'd0;
      else if (State==EventEnded & pulse_detected==1'b1)
        PulseCounter<=PulseCounter+16'd1;        
    end    
  end
  always @(posedge Clk) begin
    if (Reset==1'b1) begin
      Triggered<=1'b0;
      Prev_Triggered<=1'b0;
    end else begin
      Triggered<=(DataIn>Threshold)?1'b1:1'b0;
      Prev_Triggered<=Triggered;
    end
  end
  assign Trigger_edge = (~Prev_Triggered) & Triggered;
  always @(posedge Clk) begin
    if(Reset==1'b1)
      State <= WaitForEdge;
    else
      State <= NextState;
  end
  always @(State or PeriodCounter or Triggered or PulseLenCounter or PulseCounter)
  begin
      case(State)
        WaitForEdge:begin
                      if (PeriodCounter==PeriodCounterLimit)
                        NextState<=PeriodEnded;
                      else if (Triggered==1'b1) 
                        NextState<=TimeEvent;
                      else
                        NextState<=WaitForEdge;
                      pulse_detected<=1'b0;
                    end  
        TimeEvent:begin
                      if (PeriodCounter==PeriodCounterLimit)
                        NextState<=PeriodEnded;
                      else if (Triggered ==1'b1)
                        NextState<=TimeEvent;
                      else
                        NextState<=EventEnded;
                      pulse_detected<=1'b0;
                  end
        EventEnded: begin
                      if (PeriodCounter==PeriodCounterLimit)
                        NextState<=PeriodEnded;
                      else if ((PulseLenCounter > PulseMin) & (PulseLenCounter < PulseMax)) begin
                        pulse_detected<=1'b1;
                        NextState<=WaitForEdge;
                      end
                      else begin
                        NextState<=WaitForEdge;
                        pulse_detected<=1'b0;
                      end
                    end 
        PeriodEnded:  begin
                        if (PulseCounter>=MinPulseCount)
                          QuantumState0<=1'b1;
                        else
                          QuantumState0<=1'b0;
                        pulse_detected<=1'b0;
                        NextState<=WaitForEdge;
                      end
        default: begin
        end
    endcase
  end
  assign DataOutA = (QuantumState0==1'b1)? HI_LVL:LO_LVL;
  assign DataOutB = (QuantumState0==1'b0)? HI_LVL:LO_LVL;
endmodule
```
`flow/run.sh`:
```
#!/bin/bash
# OpenROAD 26Q1-2900-gdf79404cd8, Yosys 0.63+post, stock flow scripts
make -C /OpenROAD-flow-scripts/flow DESIGN_CONFIG=/design/flow/config.mk WORK_HOME=/design/flow/orfs finish
```
`flow/config.mk`:
```
export PLATFORM = sky130hd
export DESIGN_NAME = EventCounter
export DESIGN_NICKNAME = EventCounter
export VERILOG_FILES = /design/flow/design.v
export SDC_FILE = /design/flow/constraint.sdc
export NUM_CORES = 4
export LEC_CHECK = 1
export CORE_UTILIZATION = 30
```
`flow/constraint.sdc`:
```
current_design EventCounter

set clk_period 6.7
set clk_io_pct 0.2

create_clock -name clk0 -period $clk_period [get_ports {Clk}]

set non_clock_inputs [all_inputs -no_clocks]
set_input_delay [expr $clk_period * $clk_io_pct] -clock clk0 $non_clock_inputs
set_output_delay [expr $clk_period * $clk_io_pct] -clock clk0 [all_outputs]
```
==> qor.csv <==
stage,metric,value,unit
outcome,run status,finished clean,
final_timing,Fmax,306.3,MHz
cts,CTS tree,done,
power,cell area power density,156.6,nW/um^2
cts,"Setup Fix Bufs, Post-CTS",0,
cts,Latency at later pin,320,ps
cells_and_area,final std cells w/o fill,959,
cts,# H-tree levels,3,
route,total iterations of the first detailed-routing run,4,
yosys,yosys adder share,16.06,%
yosys,Simple-Gate Fraction of Synth Area,22.70,%
cts,clk buf depth,2,
power,Peak VDD IR,0.1225,mV
critical_path,Worst path top cell family by delay,simple AND/OR/NAND/NOR gates,
placement,final RePlAce weighted congestion,0.7973,
floorplan,Die Wd,132.9,um
final_timing,register pins left without a clock,2,
yosys,"EDFF count, synth",0,
yosys,Area leader share,26.86,%
hold_path,Worst Hold Class,flop to flop,
critical_path,"slowest stage cell, crit path",o21bai_4,
floorplan,fp util,30.90,%
yosys,Syn. warnings,1,
yosys,Main area contributors,"dfxtp_1 (27%), ha_1 (16%), xor2_1 (12%), nor2_1 (6.0%), inv_1 (5.1%)",
yosys,Mapped Area,5142,um^2
grt,number of global-route vias before repair,3987,
final_timing,RSZ-0062 raised after global routing,false,
grt,first-pass GRT wire length,18.42,mm
final_timing,Slew Limit Fails,0,
yosys,ys cells,621,
yosys,main flop type,dfxtp_1,
route,# diodes,0,
grt,gr usage total,12.74,%
yosys,"mux frac, synth",0.1946,%
yosys,"Avg Cell Area, Syn",8.281,um^2
final_timing,post-layout period usage,48.72,%
yosys,yosys xor share,14.99,%
final_timing,Least-Margin Pin Slew,832.1,ps
critical_path,"Critical Path, Cell by Cell","clkdlybuf4s50_1, xor2_1, nor4_1, nand4_1, o21bai_4, nor2_1",
final_timing,min Tclk post-route,3264,ps
final_timing,Relative slew margins,44.38,%
yosys,aoi share,7.543,%
yosys,comb area leader,simple AND/OR/NAND/NOR gates,
route,WL per Instance,11.46,um
critical_path,worst path bufs/invs,1,
yosys,Gate Count Post-Synth,621,
cells_and_area,fraction of layout cells with a size suffix above 1,3.654,%
grt,gr ovfl total,0,
job,max_cap viols,0,
floorplan,Die ar.,17670,um^2
yosys,Post-synth ARST share,0,%
critical_path,crit end category,flop,
critical_path,Crit path largest cell delay,750,ps
final_timing,Final Skew,6.628,ps
floorplan,Top-Level Pins,146,
route,Vias,4225,
final_timing,number of unconstrained endpoints,32,
cells_and_area,Layout area overhead,33.87,%
route,antenna-violating nets left,0,
cts,cts bufs inserted,9,
final_timing,Final Hold Fails,0,
floorplan,placement row count,47,
critical_path,worst path required time,6870,ps
yosys,ys flops,71,
final_timing,final number of setup-violating endpoints,0,
critical_path,Worst Path Arrival,3440,ps
yosys,Unique cell types,48,
job,tool warning count,25,
final_timing,setup TNS,0,ps
route,vias per cell,4.406,
cts,Root Buffer Master,clkbuf_16,
placement,dpl cells,944,
critical_path,Startpoint Class,input port,
grt,initial antenna violation count,0,
critical_path,crit path max fanout,34,
power,Lkg Pwr,3.070,nW
cells_and_area,Util after Layout,41.37,%
yosys,Synth area leader,dfxtp_1,
floorplan,Die Y,132.9,um
placement,Port Buffers,143,
route,Residual DRC,0,
yosys,yosys stat area,5142,um^2
floorplan,core box area,16640,um^2
route,DRT iter0 DRCs,188,
cts,# hold bufs at CTS,0,
grt,pin count of the biggest net entering global routing,35,
route,detailed-route wire length,10.99,mm
placement,DP HPWL,8.789,mm
critical_path,Crit Path Class,input port to flop,
cts,CTS resizes,0,
cts,"CTS clk-pin slew, worst paths",50,ps
[cell usage after synthesis (2+ instances only)]
master	n
nor2_1	82
xor2_1	73
inv_1	70
dfxtp_1	69
ha_1	66
nand3_1	34
buf_4	31
nand2_1	28
nand4_1	24
a21oi_1	22
xnor2_1	15
nor4_1	13
o21ai_0	11
and3_1	9
a21o_1	8
and4_1	7
o21a_1	6
nand2b_1	5
buf_6	4
clkbuf_1	4
a211oi_1	3
nor2_2	3
nor2b_1	3
nor3_1	3
or3_1	3
a2111oi_0	2
buf_2	2
[final timing paths]
| kind | start | end | slack, ps | cells after the start |
|---|---|---|---|---|
| setup / recovery | PeriodCounterLimit[1] | PeriodCounter[4] | 3440 | 6 |
| hold / removal | Triggered | State[3] | 460 | 1 |
| setup reg to reg | PeriodCounter[9] | PeriodCounter[4] | 4440 | 5 |
| hold reg to reg | Triggered | State[3] | 460 | 1 |
[area by class of cell]
class                           instances  area, um^2
Clock inverter                          3       67.56
Tap cell                              220       275.3
Inverter                               70       262.8
Sequential cell                        71        1411
Fill cell                            1621        9758
Multi-Input combinational cell        440        3169
Timing Repair Buffer                  143        1431
Clock buffer                           12       266.5
[metal layers]
layer  GRT usage [%]  vias up  routed length, um
met5               0        -                  0
met3           2.148        6                632
met1           19.24     1821               5520
li1                -     2290                  -
met4           1.277        0                 93
met2           19.87      108               4744
[cells by family (layout without fill, tap and decap cells)]
family,Yosys count,after routing
latches,2,2
AND-OR/OR-AND,59,59
XOR/XNOR,88,88
buffers and inverters,111,228
multiplexers,1,1
flip-flops,69,69
other,1,2
AND/OR/NAND/NOR,224,224
adder cells (fa/ha/maj),66,66
[stage by stage]
step / area (um^2) / setup slack [ps] / hold WS [ps] / power (mW)
2_1_floorplan: 5146 / 3938 / 414.4 / 0.4884
5_1_grt: 6884 / 3265 / 479.9 / 1.127
4_1_cts: 6884 / 3422 / 472.8 / 1.094
3_3_place_gp: 6550 / 3141 / 459.6 / 0.5687
6_report: 6884 / 3436 / 463.6 / 1.078
3_5_place_dp: 6550 / 3079 / 457.3 / 0.5684
[layout by cell type (no fill, tap or decap), types with 2 or more instances in the layout]
cell / n
clkdlybuf4s50_1: 143
nor2_1: 82
xor2_1: 73
inv_1: 70
dfxtp_1: 69
ha_1: 66
nand3_1: 34
nand2_1: 28
nand4_1: 24
a21oi_1: 22
xnor2_1: 15
nor4_1: 13
o21ai_0: 11
and3_1: 9
clkbuf_16: 9
a21o_1: 8
and4_1: 7
o21a_1: 6
nand2b_1: 5
nor3_1: 3
a211oi_1: 3
nor2b_1: 3
or3_1: 3
nor2_2: 3
clkbuf_8: 3
a2111oi_0: 2
conb_1: 2
bufinv_16: 2
[power breakdown]
part           total (mW)  switching (mW)  internal, mW
clock network       0.519           0.166         0.354
logic               0.138          0.0508        0.0871
registers           0.421         0.00535         0.415
[flip-flops by register name (all words and copies together), names as in the netlist]
name,flops
PeriodCounter,32
PulseCounter,16
PulseLenCounter,16
State,4
QuantumState0,1
Triggered,1
pulse_detected,1
Power is estimated from default activity; no workload was simulated.
